==> /design/flow/design.v <==
module HalfAdder (
	input a, b,
	output sum, cout
);
assign sum = a ^ b;
assign cout = a & b;
endmodule
module add_three
#(parameter n = 4)
(
	input [n - 1: 0] in,
	output reg [n - 1: 0] out
);
	always @(in)
		case(in)
			4'b0000: out = 4'b0000;
			4'b0001: out = 4'b0001;
			4'b0010: out = 4'b0010;
			4'b0011: out = 4'b0011;
			4'b0100: out = 4'b0100;
			4'b0101: out = 4'b1000;
			4'b0110: out = 4'b1001;
			4'b0111: out = 4'b1010;
			4'b1000: out = 4'b1011;
			4'b1001: out = 4'b1100;
			default: out = 4'b0000;
		endcase
endmodule
module bcd_to_sev
#(parameter n = 4)
(
	input [n - 1: 0] bin,
	output wire [6: 0] s
);
	reg [6: 0] seg;
	assign s = seg;
	always @(bin[3], bin[2], bin[1], bin[0])
	begin
		case({bin[3], bin[2], bin[1], bin[0]})
			4'b0000: seg = 7'b1000000;
			4'b0001: seg = 7'b1111001;
			4'b0010: seg = 7'b0100100;
			4'b0011: seg = 7'b0110000;
			4'b0100: seg = 7'b0011001;
			4'b0101: seg = 7'b0010010;
			4'b0110: seg = 7'b0000010;
			4'b0111: seg = 7'b1111000;
			4'b1000: seg = 7'b0000000;
			4'b1001: seg = 7'b0011000;
		endcase
	end
endmodule
module b_to_bcd
(
	input [7: 0] A,
	output [3: 0] ONES, TENS,
	output [1: 0] HUNDREDS
);
	wire [3: 0] c1, c2, c3, c4, c5, c6, c7;
	wire [3: 0] d1, d2, d3, d4, d5, d6, d7;
	assign d1 = {1'b0, A[7: 5]};
	assign d2 = {c1[2: 0], A[4]};
	assign d3 = {c2[2: 0], A[3]};
	assign d4 = {c3[2: 0], A[2]};
	assign d5 = {c4[2: 0], A[1]};
	assign d6 = {1'b0, c1[3], c2[3], c3[3]};
	assign d7 = {c6[2: 0], c4[3]};
	assign ONES = {c5[2: 0], A[0]};
	assign TENS = {c7[2: 0], c5[3]};
	assign HUNDREDS = {c6[3], c7[3]};
	add_three m1(d1, c1);
	add_three m2(d2, c2);
	add_three m3(d3, c3);
	add_three m4(d4, c4);
	add_three m5(d5, c5);
	add_three m6(d6, c6);
	add_three m7(d7, c7);
endmodule
module output_unit
(
	input [7: 0] the_input,
	output [6: 0] seg_ones, seg_tens, seg_hun, seg_sign 
);
	wire [7: 0] tcsm_out;
	wire [3: 0] ONES, TENS;
	wire [1: 0] HUNDREDS;
	reg sign_bit;
	twos_comp_to_sign_mag TCSM(.the_input(the_input), .the_output(tcsm_out));
	always @(tcsm_out)
		if(tcsm_out[7] == 1'b1 && tcsm_out[6: 0] == 7'b0000000)
			sign_bit = 1'b1;
		else
			sign_bit = 1'b0;
	b_to_bcd BTBCD(.A({sign_bit, tcsm_out[6: 0]}), .ONES(ONES), .TENS(TENS), .HUNDREDS(HUNDREDS));
	bcd_to_sev BCDTSEV_ones(.bin(ONES), .s(seg_ones));
	bcd_to_sev BCDTSEV_tens(.bin(TENS), .s(seg_tens));
	bcd_to_sev BCDTSEV_hun(.bin({1'b0, 1'b0, HUNDREDS}), .s(seg_hun));
	assign seg_sign[6] = ~tcsm_out[7];
	assign seg_sign[5] = 1'b1;
	assign seg_sign[4] = 1'b1;
	assign seg_sign[3] = 1'b1;
	assign seg_sign[2] = 1'b1;
	assign seg_sign[1] = 1'b1;
	assign seg_sign[0] = 1'b1;
endmodule
module twos_comp_to_sign_mag 
#(parameter n = 8)
(
	input [n - 1: 0] the_input,
	output [n - 1: 0] the_output
);
	wire [n - 1: 0] the_input_xor;
	wire [n - 3: 0] sec_input;
	assign the_input_xor[0] = the_input[0] ^ the_input[7];
	assign the_input_xor[1] = the_input[1] ^ the_input[7];
	assign the_input_xor[2] = the_input[2] ^ the_input[7];
	assign the_input_xor[3] = the_input[3] ^ the_input[7];
	assign the_input_xor[4] = the_input[4] ^ the_input[7];
	assign the_input_xor[5] = the_input[5] ^ the_input[7];
	assign the_input_xor[6] = the_input[6] ^ the_input[7];
	HalfAdder HA0(.a(the_input_xor[0]), .b(the_input[7]), .sum(the_output[0]), .cout(sec_input[0]));
	HalfAdder HA1(.a(the_input_xor[1]), .b(sec_input[0]), .sum(the_output[1]), .cout(sec_input[1]));
	HalfAdder HA2(.a(the_input_xor[2]), .b(sec_input[1]), .sum(the_output[2]), .cout(sec_input[2]));
	HalfAdder HA3(.a(the_input_xor[3]), .b(sec_input[2]), .sum(the_output[3]), .cout(sec_input[3]));
	HalfAdder HA4(.a(the_input_xor[4]), .b(sec_input[3]), .sum(the_output[4]), .cout(sec_input[4]));
	HalfAdder HA5(.a(the_input_xor[5]), .b(sec_input[4]), .sum(the_output[5]), .cout(sec_input[5]));
	HalfAdder HA6(.a(the_input_xor[6]), .b(sec_input[5]), .sum(the_output[6]), .cout());
	HalfAdder HA7(.a(the_input[7]), .b(0), .sum(the_output[7]), .cout());
endmodule
==> /design/flow/run.sh <==
#!/bin/bash
# OpenROAD 26Q1-2900-gdf79404cd8, Yosys 0.63+post, stock flow scripts
make -C /OpenROAD-flow-scripts/flow DESIGN_CONFIG=/design/flow/config.mk WORK_HOME=/design/flow/orfs finish
==> /design/flow/config.mk <==
export PLATFORM = sky130hd
export DESIGN_NAME = output_unit
export DESIGN_NICKNAME = output_unit
export VERILOG_FILES = /design/flow/design.v
export SDC_FILE = /design/flow/constraint.sdc
export NUM_CORES = 4
export LEC_CHECK = 1
export CORE_AREA = 10 10 86 86
export DIE_AREA = 0 0 96 96
==> /design/flow/constraint.sdc <==
current_design output_unit

set clk_period 9.3
set clk_io_pct 0.2

create_clock -name clk0 -period $clk_period

set non_clock_inputs [all_inputs -no_clocks]
set_input_delay [expr $clk_period * $clk_io_pct] -clock clk0 $non_clock_inputs
set_output_delay [expr $clk_period * $clk_io_pct] -clock clk0 [all_outputs]
==> flow_summary.rst <==
Metrics
=======

.. list-table::
   :header-rows: 1

   * - Metric
     - Value
   * - LEAKAGE
     - 0.7787 nW
   * - Final design area excluding fillers
     - 1837 um2
   * - Yosys warnings
     - 4
   * - Count of unclocked register or latch pins
     - 19
   * - Setup ws final
     - 0.6759 ns
   * - Data arrival, critical path
     - 6.76 ns
   * - First-pass GRT wire length
     - 5230 um
   * - Final critical-path share of the clock period
     - 92.73%
   * - Number of unconstrained endpoints
     - 19
   * - DP Wirelength
     - 2478 um
   * - Number of remaining DRC errors
     - 0
   * - Total congestion overflow after global routing
     - 0
   * - Gp weighted congestion
     - 0.8800
   * - Final tally of hold violations
     - 0
   * - Max Cap Violations
     - 0
   * - Max transition margin
     - 56.82%
   * - Top_reg_cell synth
     - sky130_fd_sc_hd__dlxtn_1
   * - Yosys simple share
     - 26.66%
   * - Achievable frequency
     - 0.1160 GHz
   * - Number of buffers inserted to repair setup after CTS
     - 0
   * - Row count
     - 27
   * - Max IR drop VDD
     - 47.38 uV
   * - Number of flops mapped to enable cells by yosys
     - 0
   * - Overall power
     - 210.6 uW
   * - Status
     - finished, final reports clean
   * - Startpoint class of the critical path
     - primary input
   * - Pre-CTS setup slack
     - 0.6489 ns
   * - Buffers on Ports
     - 29
   * - Cell taking the most area after synthesis
     - sky130_fd_sc_hd__dlxtn_1
   * - Pin slew with the least headroom to its limit
     - 0.6477 ns
   * - Tool warnings
     - 32
   * - Ant diodes
     - 0
   * - X dimension of the die
     - 96 um
   * - Filler instances
     - 597
   * - Total number of vias
     - 1,324
   * - Utilization after layout
     - 33.15%
   * - Final total negative setup slack
     - 0 ns
   * - Height of the die
     - 96 um
   * - Core Box Area
     - 5540 um2
   * - Share of synthesized cell area in full adder, half adder and majority cells
     - 5.792%
   * - Share of post-route cells with drive strength above 1
     - 4.803%
   * - Share of total power in sequential cells
     - 12.2%
   * - Share of Yosys cell area claimed by the top area cell type
     - 19.42%
   * - IO Count
     - 36
   * - Setup Crit Path Kind
     - in2out
   * - Leading cell type by number of instances after synthesis
     - sky130_fd_sc_hd__dlxtn_1
   * - First-pass iteration count of the detailed router
     - 5
   * - Floorplan core density
     - 26.51%
   * - Post-Syn Area
     - 1469 um2
   * - Switching component of the power
     - 100.4 uW
   * - Number of antenna violations at the first check in global routing
     - 0
   * - Power density normalized to cell area
     - 114.7 nW/um2
   * - Power share of the clock group
     - 0%
   * - Aoi/oai-family share of the synthesized area
     - 25.72%
   * - Unrepaired setup endpoints after global routing
     - false
   * - Total wire length after detailed routing
     - 3128 um
   * - Minimum clock period after layout
     - 8.624 ns
   * - Avg Cell Area, Syn
     - 7.572 um2
   * - Share of async-settable or async-resettable flops after synthesis
     - 0%
   * - Antenna Violating Nets Remaining
     - 0
   * - Post-Synthesis Cells
     - 194
   * - Type of the worst min-delay path
     - in2out
   * - Ranking of synthesized cells by instance count
     - sky130_fd_sc_hd__dlxtn_1, sky130_fd_sc_hd__nor2_1, sky130_fd_sc_hd__nand2_1
   * - Routed wire length per instance
     - 10.39 um
   * - Critical Path Fanout Max
     - 20
   * - Comb pwr share
     - 87.8%
   * - Number of buffers added to fix hold violations after cts
     - 0
   * - XOR Share, Synth
     - 10.99%
   * - Die area
     - 9216 um2
   * - Per-cell via count in the routed design
     - 4.399
   * - Worst Setup End Kind
     - output port
   * - Required time worst endpoint
     - 7.44 ns
   * - First-iteration detailed-routing DRC count
     - 126
   * - Endpoints failing setup
     - 0
   * - Pins over their slew limit
     - 0
   * - Number of cells in the yosys synthesis report
     - 194
   * - Maximum number of pins on one net before global-route repair
     - 22
   * - Top cells by area
     - sky130_fd_sc_hd__dlxtn_1, sky130_fd_sc_hd__ha_1, sky130_fd_sc_hd__buf_4
   * - Switching share of power
     - 47.68%
   * - Post-CTS Resized
     - 0
   * - Number of global-route vias before repair
     - 1,160
   * - Mux share
     - 1.363%
   * - Layout overhead on the synthesized area
     - 25.04%
   * - Post-synthesis sequential element count
     - 19
   * - Number of distinct library cells after synthesis
     - 55
   * - Dominant non-sequential cell family after synthesis
     - simple AND/OR/NAND/NOR gates
   * - Global routing usage summed across all routing layers
     - 6.623%
   * - Internal power
     - 110.2 uW
   * - Total placed instance area
     - 1837 um2
   * - Total cell area reported by yosys after synthesis
     - 1469 um2
==> power by group through the flow <==
| stage | sequential (mW) | combinational [mW] | clock, mW |
|---|---|---|---|
| after CTS | 0.0261 | 0.188 | 0 |
| after global routing | 0.0271 | 0.210 | 0 |
| final | 0.0258 | 0.185 | 0 |
==> critical path, stage by stage <==
cell                              delay (ns)
sky130_fd_sc_hd__clkdlybuf4s50_1        0.71
sky130_fd_sc_hd__ha_1                   0.34
sky130_fd_sc_hd__ha_1                   0.18
sky130_fd_sc_hd__ha_1                   0.17
sky130_fd_sc_hd__ha_1                   0.18
sky130_fd_sc_hd__ha_1                   0.17
sky130_fd_sc_hd__ha_1                   0.50
sky130_fd_sc_hd__and2_1                 0.26
sky130_fd_sc_hd__a31oi_1                0.35
sky130_fd_sc_hd__a21oi_1                0.15
sky130_fd_sc_hd__nor3_2                 0.43
sky130_fd_sc_hd__o21ai_4                0.18
sky130_fd_sc_hd__and2_1                 0.20
sky130_fd_sc_hd__nor4b_2                0.26
sky130_fd_sc_hd__dlxtn_1                0.36
sky130_fd_sc_hd__clkdlybuf4s50_1        0.45
==> registers in the layout, summed over array words and instances, names as in the netlist <==
register	flops
BCDTSEV_hun.seg	5
BCDTSEV_ones.seg	7
BCDTSEV_tens.seg	7
==> cell type report <==
type,instances,area (um2),share of cell area [%]
inverters,6,22.52,1.226
flip-flops and latches,19,285.3,15.53
repair buffers,30,297.8,16.21
well taps,72,90.09,4.905
multi-input cells,174,1141,62.13
==> per-layer routing <==
| layer | part of all wire, % | track usage (%) | up-vias |
|---|---|---|---|
| li1 | - | - | 723 |
| met1 | 50 | 9.423 | 577 |
| met2 | 42 | 10.65 | 24 |
| met3 | 7.8 | 1.415 | 0 |
| met4 | 0 | 0.2457 | 0 |
| met5 | 0 | 0 | - |
==> cells by family (layout without fill, tap and decap cells) <==
logic type,count (synthesis),in the layout
AND/OR/NAND/NOR,76,76
AND-OR/OR-AND,46,46
buffers and inverters,27,36
latches,19,19
XOR/XNOR,15,15
adder cells (fa/ha/maj),7,7
other,2,28
multiplexers,2,2
==> final timing paths <==
check / endpoint / from / cells after the start
worst min-delay path: seg_sign[6] / the_input[7] / 3
worst max-delay path: seg_tens[0] / the_input[7] / 16
==> per-stage QoR <==
stage	instances	hold slack (ns)
2_1_floorplan	220	3.750
6_report	301	5.159
4_1_cts	301	5.173
5_1_grt	301	5.280
3_3_place_gp	301	5.153
3_5_place_dp	301	5.171
==> placed cells by master, fill, tap and decap left out, types with 2 or more instances in the layout <==
cell type	synthesis	layout
sky130_fd_sc_hd__clkdlybuf4s50_1	0	29
sky130_fd_sc_hd__conb_1	2	28
sky130_fd_sc_hd__dlxtn_1	19	19
sky130_fd_sc_hd__nor2_1	18	18
sky130_fd_sc_hd__nand2_1	17	17
sky130_fd_sc_hd__xor2_1	7	7
sky130_fd_sc_hd__a21oi_1	7	7
sky130_fd_sc_hd__nand3_1	7	7
sky130_fd_sc_hd__inv_1	6	6
sky130_fd_sc_hd__xnor2_1	6	6
sky130_fd_sc_hd__nor2b_1	6	6
sky130_fd_sc_hd__nor3_1	6	6
sky130_fd_sc_hd__o21ai_0	6	6
sky130_fd_sc_hd__ha_1	6	6
sky130_fd_sc_hd__nand2b_1	5	5
sky130_fd_sc_hd__a21o_1	4	4
sky130_fd_sc_hd__nand4_1	3	3
sky130_fd_sc_hd__o21a_1	3	3
sky130_fd_sc_hd__or3_1	3	3
sky130_fd_sc_hd__nor4_1	2	2
sky130_fd_sc_hd__a32o_1	2	2
sky130_fd_sc_hd__a211o_1	2	2
sky130_fd_sc_hd__o31ai_1	2	2
sky130_fd_sc_hd__and2_1	2	2
sky130_fd_sc_hd__a31oi_1	2	2
sky130_fd_sc_hd__nor3_2	2	2
sky130_fd_sc_hd__mux2i_1	2	2
sky130_fd_sc_hd__o211ai_1	2	2
Power figures rest on the tool's default switching activity, not on a simulated workload.
