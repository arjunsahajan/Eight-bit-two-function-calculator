File: design/flow/constraint.sdc
current_design cla_4bit

set clk_period 5.5
set clk_io_pct 0.2

create_clock -name clk0 -period $clk_period

set non_clock_inputs [all_inputs -no_clocks]
set_input_delay [expr $clk_period * $clk_io_pct] -clock clk0 $non_clock_inputs
set_output_delay [expr $clk_period * $clk_io_pct] -clock clk0 [all_outputs]
File: design/flow/design.v
module cla_4bit 
#(parameter n = 4)
(
	input [n - 1: 0] a, b,
	input cin, add_sub_control,
	output [n - 1: 0] c,
	output [n - 1: 0] sum
);
	wire [n - 1: 0] b_xor;
	wire [n - 1: 0] p, g;
	assign b_xor[0] = b[0] ^ add_sub_control;
	assign b_xor[1] = b[1] ^ add_sub_control;
	assign b_xor[2] = b[2] ^ add_sub_control;
	assign b_xor[3] = b[3] ^ add_sub_control;
	full_adder FA0(.a(a[0]), .b(b_xor[0]), .p(p[0]), .g(g[0]));		
	assign c[0] = g[0] | (p[0] & cin);
	full_adder FA1(.a(a[1]), .b(b_xor[1]), .p(p[1]), .g(g[1]));
	assign c[1] = g[1] | (p[1] & g[0]) | (p[1] & p[0] & cin);
	full_adder FA2(.a(a[2]), .b(b_xor[2]), .p(p[2]), .g(g[2]));
	assign c[2] = g[2] | (p[2] & g[1]) | (p[2] & p[1] & g[0]) | (p[2] & p[1] & p[0] & cin);
	full_adder FA3(.a(a[3]), .b(b_xor[3]), .p(p[3]), .g(g[3]));
	assign c[3] = g[3] | (p[3] & g[2]) | (p[3] & p[2] & g[1]) | (p[3] & p[2] & p[1] & g[0]) |  (p[3] & p[2] & p[1] & p[0] & cin);
	assign sum[0] = p[0] ^ cin;
	assign sum[1] = p[1] ^ c[0];
	assign sum[2] = p[2] ^ c[1];
	assign sum[3] = p[3] ^ c[2];
endmodule
module full_adder (
	input a, b,
	output p, g
);
	assign p = a ^ b;
	assign g = a & b;
endmodule
File: design/flow/config.mk
export PLATFORM = sky130hd
export DESIGN_NAME = cla_4bit
export DESIGN_NICKNAME = cla_4bit
export VERILOG_FILES = /design/flow/design.v
export SDC_FILE = /design/flow/constraint.sdc
export NUM_CORES = 4
export LEC_CHECK = 1
export CORE_AREA = 10 10 70 70
export DIE_AREA = 0 0 80 80
File: design/flow/run.sh
#!/bin/bash
# OpenROAD 26Q1-2900-gdf79404cd8, Yosys 0.63+post, stock flow scripts
make -C /OpenROAD-flow-scripts/flow DESIGN_CONFIG=/design/flow/config.mk WORK_HOME=/design/flow/orfs finish
==> summary.txt <==
impl run done, here's what came out: outcome completed, Layout fillers 400, Vias between 200 and 250, routability cong. 0.751, IO Pins 18, yosys warning tally 0, number of global-route vias before repair 231, floorplan core density 0.0568, RSZ-0062 raised after global routing false, Synth Instances 23, YS chip area slightly below 200 um2, WS Path Type input pin to primary output, Setup Total Neg Slack 0 ns, die width 80 um, post-DP HPWL 671 um, critical path required time 4.40 ns, Max Cap Viol 0, share of layout cells above drive strength 1 0.0488, die height 80 um, post-route antenna net violation count 0, LEAKAGE ~0.18 nW, Overflow after GRT 0, period utilization 0.783, Fin. Hold Viols 0, fmax roughly 0.23 GHz, CP Launch Type input pin, vias per cell 2.47, die footprint around 6400 um2, worst-path fanout max 4, final wirelength 700 um, Avg Cell Area, Syn between 8 and 9 um2, number of cells in Yosys stat 23, num rows 21, Area growth syn-to-layout 123%, drt drc 0, initial antenna violation count 0, min-delay worst type input pin to primary output, Hold Buf Count CTS 0, # port buffers 18, tool warnings 32, Mapped Area 194 um2, drt first pass iters 2, largest net degree at the start of global routing 5, worst rel slew slack 0.840, clock buffer count 0, Seq Cell Count 0, min Tclk post-route 4.31 ns, Final Setup Violations 0, crit end category primary output, Max Slew Vio Count 0, Sequential cell area 0 um2, ANT cells 0, power consumption 0.0556 mW, Placed Area 432 um2, WL/cell 8.05 um, violation tally from detailed-route iteration zero 2, GRT Util Overall 0.0220, pwr dens 129 nW/um2, slew of the pin with the lowest slew margin 0.239 ns, core area 3420 um2, Synth Seq Share 0, cts repair resizes 0, post-CTS setup buffer count 0, global-route wire length before repair 1130 um, fin area 432 um2, Synth cell types 10, CP Data Arrival Time 3.21 ns, IR drop worst, VDD 0.0000392 V
-- synthesized netlist by cell type --
master    count  area share
ha_1          4        0.26
o21ai_0       1       0.026
xor2_1        6        0.27
a21o_1        1       0.039
fa_1          1        0.10
o21bai_2      1       0.058
a211oi_2      1       0.065
inv_1         5       0.097
nor2_1        2       0.039
xnor2_1       1       0.045
-- worst max-delay path: stages --
cell and delay [ns]:
clkdlybuf4s50_1 0.60, xor2_1 0.21, ha_1 0.27, a211oi_2 0.27, o21bai_2 0.14, xor2_1 0.13
clkdlybuf4s50_1 0.49
-- cell families (layout without fill, tap and decap cells) --
logic type,count (synthesis),in the layout,synth area share
compound gates,4,4,0.187
xor+xnor,7,7,0.316
fa+ha+maj,5,5,0.361
buf+inv,5,23,0.0968
simple gates,2,2,0.0387
-- area by class of cell --
type                       instances  area (um2)  share of cell area
multi-input combinational         18         175               0.406
tap                               46        57.6               0.133
inverter                           5        18.8              0.0435
timing repair buffer              18         180               0.417
-- placed cells by master, fill, tap and decap left out, drive strengths merged --
master	count
o21bai	1
nor2	2
a21o	1
ha	4
xnor2	1
clkdlybuf4s50	18
fa	1
o21ai	1
xor2	6
inv	5
a211oi	1
-- layer usage --
layer,routed length (um),share of wire,global-route usage
met2,125,0.18,0.0209
met4,0,0,0
met5,0,0,0
met1,367,0.52,0.0318
met3,207,0.30,0.0239
-- per-stage QoR --
step | utilization | std cells | setup WS (ns) | hold WS, ns
detailed placement | 0.126 | 87 | 1.15 | 3.30
global route | 0.126 | 87 | 1.02 | 3.33
global placement | 0.126 | 87 | 1.17 | 3.29
CTS | 0.126 | 87 | 1.15 | 3.30
floorplan | - | 23 | 2.35 | 2.36
finish | 0.126 | 87 | 1.19 | 3.29
-- where the power goes --
part           internal [mW]  switching [mW]  leakage, nW  total [mW]
Clock                      0               0            0           0
Combinational         0.0381          0.0175        0.185      0.0556
Sequential                 0               0            0           0
-- worst paths after layout --
kind             from  depth (start not counted)      to
max   add_sub_control                          7  sum[3]
min              a[3]                          4  sum[3]
Power and IR drop assume default switching activity.
