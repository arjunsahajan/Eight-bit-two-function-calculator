## design/flow/design.v

```verilog
module FullAdderUsingHalf (
	input a, b, cin,
	output sum, cout
);
wire a1, b1, c1;
HalfAdder HA0(a, b, a1, b1);
HalfAdder HA1(a1, cin, sum, c1);
assign cout = c1 | b1;
endmodule
module HalfAdder (
	input a, b,
	output sum, cout
);
assign sum = a ^ b;
assign cout = a & b;
endmodule
module rca_nbit 
#(parameter n = 8)
(
	input [n - 1: 0] x, y,
	input cin, add_sub_control,
	output [n - 1: 0] sum,
	output cout,
	output over_flow
);
	wire [n: 0] c;
	assign c[0] = cin;
	assign cout = c[n];
	wire [n - 1: 0] y_xor;
	generate
		genvar j;
		for(j = 0; j < n; j = j + 1)
		begin: y_xored
			assign y_xor[j] = y[j] ^ add_sub_control;
		end
	endgenerate
	generate
		genvar k;
		for(k = 0; k < n; k = k + 1)
		begin: stage
			FullAdderUsingHalf FA(.a(x[k]), .b(y_xor[k]), .cin(c[k]), .sum(sum[k]), .cout(c[k + 1]));
		end
	endgenerate
	assign over_flow = cout ^ c[7];
endmodule 
```

## design/flow/run.sh

```bash
#!/bin/bash
# OpenROAD 26Q1-2900-gdf79404cd8, Yosys 0.63+post, stock flow scripts
make -C /OpenROAD-flow-scripts/flow DESIGN_CONFIG=/design/flow/config.mk WORK_HOME=/design/flow/orfs finish
```

## design/flow/config.mk

```make
export PLATFORM = sky130hd
export DESIGN_NAME = rca_nbit
export DESIGN_NICKNAME = rca_nbit
export VERILOG_FILES = /design/flow/design.v
export SDC_FILE = /design/flow/constraint.sdc
export NUM_CORES = 4
export LEC_CHECK = 1
export CORE_AREA = 10 10 70 70
export DIE_AREA = 0 0 80 80
```

## design/flow/constraint.sdc

```tcl
current_design rca_nbit

set clk_period 10.4
set clk_io_pct 0.2

create_clock -name clk0 -period $clk_period

set non_clock_inputs [all_inputs -no_clocks]
set_input_delay [expr $clk_period * $clk_io_pct] -clock clk0 $non_clock_inputs
set_output_delay [expr $clk_period * $clk_io_pct] -clock clk0 [all_outputs]
```

==> ci_impl_report.md <==
## PnR job results

| Metric | Value |
|---|---|
| Outcome | completed |
| Main logic family | adder cells |
| RSZ-0062 raised after global routing | no |
| Final hold violation count | 0 |
| Rel. slew slack | 0.6568 |
| Final Total Pwr | 44.70 µW |
| Die width | 80 µm |
| Synth Instances | 42 |
| Die area | 6400 µm² |
| GP Congestion | 0.8292 |
| Adder Share, Synth | 0.4238 |
| Vias | 300 |
| Final core utilization | 0.1886 |
| Setup violators final | 0 |
| Synth warn | 0 |
| Final Hold Slack | 5.216 ns |
| Flop area | 0 µm² |
| Crit path time final | 8.794 ns |
| Core Util at FP | 0.1106 |
| GRT Util Overall | 0.02956 |
| WS Path Type | input port to primary output |
| Post-synth mux share | 0 |
| Port-buffer cells | 28 |
| Antenna-violating nets left | 0 |
| Fmax | 0.1137 GHz |
| HPWL Detailed | 892.8 µm |
| Aoi share | 0 |
| Data arrival, critical path | 6.71 ns |
| Leakage power total | 0.2753 nW |
| Most used cell, CP | fa_1 |
| First-pass GRT wire length | 1552 µm |
| Mapped Area | 377.9 µm² |
| Rows | 21 |
| Max Transition Viols Final | 0 |
| CP Cell Sequence | clkdlybuf4s50_1, xnor2_1, fa_1, fa_1, fa_1, fa_1, fa_1, fa_1, fa_1, inv_1, fa_1, clkdlybuf4s50_1 |
| # diodes | 0 |
| Number of OpenROAD warnings | 32 |
| Avg WL per Cell | 8.710 µm |
| # clk buffers | 0 |
| XOR/XNOR Fraction of Synth Area | 0.2285 |
| Vias per cell | 2.804 |
| CORE AREA | 3416 µm² |
| CP required | 8.32 ns |
| Cts repair resizes | 0 |
| Pwr dens | 69.37 nW/µm² |
| Top-Level Pins | 28 |
| CP Buf/Inv Count | 3 |
| Flops | 0 |
| Setup crit end kind | primary output |
| Setup TNS | 0 ns |
| Min-delay worst type | input port to primary output |
| Post-CTS setup buffer count | 0 |
| CTS Hold Bufs | 0 |
| Chip height | 80 µm |
| Post-synth seq share | 0 |
| Crit start category | input port |
| Least-Margin Pin Slew | 0.5132 ns |
| Layout cell share with drive strength beyond 1 | 0.01639 |
| Delay-heaviest family, CP | adder cells |
| GRT Residual Overflow | 0 |
| Slowest CP cell | clkdlybuf4s50_1 |
| Largest net degree at the start of global routing | 9 |
| Drt total wl | 932 µm |
| Critical path fanouts, max | 8 |
| Simple share | 0 |
| Initial antenna violation count | 0 |
| 1st-iter DRT viols | 2 |
| Syn Area/Cell | 8.997 µm² |
| CP peak stage delay | 0.79 ns |
| # DRC | 0 |
| MaxCap Viol Count | 0 |
| Pre-Repair DR Iteration Count | 2 |
| Maximum VDD drop | 28.57 µV |
| Period utilisation layout | 0.8456 |
| Distinct cells, synth | 6 |
| Vias in the first global route | 349 |
| Area Growth Syn to Fin | 70.53% |
| Chip Area, Yosys | 377.9 µm² |
| Yosys cell count | 42 |
## kinds of logic after synthesis
| logic type | Yosys count |
|---|---|
| xor gates and xnor gates | 9 |
| adders and majority gates | 8 |
| buffers and inverters | 25 |
## cell usage after synthesis (all sizes together)
library cell,number,area (µm²)
xor2,1,16.27
xnor2,8,70.07
inv,16,60.06
buf,9,71.32
fa,8,160.2
## worst min-delay path, cell delays in order
cell and delay, ns:
clkdlybuf4s50_1 0.40, inv_1 0.07, fa_1 0.16, inv_1 0.04, clkdlybuf4s50_1 0.39
## cells in the final DEF (no fill, tap or decap), drive strengths merged
cell type and count:
inv 16, xnor2 8, fa 8, clkdlybuf4s50 28, xor2 1
## power by group
part	total (mW)	switching, mW	internal, mW
clock	0	0	0
sequential	0	0	0
combinational	0.0447	0.0133	0.0314
total	0.0447	0.0133	0.0314
## per-stage QoR
| step | cells | area [µm²] | setup slack [ns] |
|---|---|---|---|
| CTS | 107 | 644.4 | 1.544 |
| global placement | 107 | 644.4 | 1.558 |
| floorplan | 42 | 377.9 | 2.717 |
| detailed placement | 107 | 644.4 | 1.548 |
| finish | 107 | 644.4 | 1.606 |
| global route | 107 | 644.4 | 1.349 |
## path summary, 6_finish.rpt
check / from / end / slack [ns] / cells after the start
min: cin / sum[0] / 5.22 / 5
max: add_sub_control / sum[7] / 1.61 / 12
## layout make-up
class	instances	area, µm²
Fill cell	390	2771
Tap cell	46	57.56
Timing Repair Buffer	28	280.3
Inverter	16	60.06
Multi-Input combinational cell	17	246.5
## metal layers
metal  routed length [µm]  share of wire  track usage
met5                    0              0            0
met4                    0              0            0
met3                  234           0.25      0.02841
met2                  235           0.25      0.03291
met1                  462           0.50      0.04113
Power is estimated from default activity; no workload was simulated.
